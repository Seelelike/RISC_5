==> design.v <==
module ALU (
	   ALUResult,
	   ALUCode, A, B);
	input [3:0]	ALUCode;				 
	input [31:0]	A, B;
	output [31:0]	ALUResult;
   parameter	 alu_add=  4'b0000;
   parameter	 alu_sub=  4'b0001;
   parameter	 alu_lui=  4'b0010;
   parameter	 alu_and=  4'b0011;
   parameter	 alu_xor=  4'b0100;
   parameter	 alu_or =  4'b0101;
   parameter 	 alu_sll=  4'b0110;
   parameter	 alu_srl=  4'b0111;
   parameter	 alu_sra=  4'b1000;
   parameter	 alu_slt=  4'b1001;
   parameter	 alu_sltu= 4'b1010; 	
wire [31:0]ALUCode_0,Adder_b,Adder_d0,Adder_d1,Adder_d2,Adder_d3,Adder_d4,Adder_d5,Adder_d6,Adder_d7,Adder_d8,Adder_d9,Adder_d10;
reg signed [31:0] A_reg;
always @(*) begin
	A_reg = A;
end
assign Adder_B = (ALUCode[0]==1'b0)? B: ~B;
assign Adder_d1= Adder_d0;
assign Adder_d2= B;
assign Adder_d3= A&B;
assign Adder_d4= A^B;
assign Adder_d5= A|B;
assign Adder_d6= A<<B;
assign Adder_d7= A>>B;
assign Adder_d8= A_reg >>> B;
assign Adder_d9= A[31] && (~B[31]) || (A[31]~^B[31]) && Adder_d0[31];
assign Adder_d10= (~A[31]) && B[31] || (A[31]~^B[31]) && Adder_d0[31];
adder_32bits Adder(
	.a(A),
	.b(Adder_B),
	.ci(ALUCode[0]),
	.s(Adder_d0),
	.co()
	);
reg [31:0] reg_result;
always @(*) begin
case(ALUCode)
            4'b0000: reg_result = Adder_d0;  
            4'b0001: reg_result = Adder_d1;  
            4'b0010: reg_result = Adder_d2;  
            4'b0011: reg_result = Adder_d3;  
            4'b0100: reg_result = Adder_d4;  
            4'b0101: reg_result = Adder_d5;  
            4'b0110: reg_result = Adder_d6;  
            4'b0111: reg_result = Adder_d7;  
            4'b1000: reg_result = Adder_d8;  
            4'b1001: reg_result = Adder_d9;  
	    4'b1010: reg_result = Adder_d10;
            default: reg_result = 32'd0;    
        endcase
    end
assign ALUResult=reg_result;
endmodule
module MUX2_1
# (parameter Bitwidth = 8)
(
	input [Bitwidth-1:0]x0,x1,
	input s,
	output [Bitwidth-1:0]y
);
	assign y=s?x1:x0;
endmodule
module adder_32bits(
	input [31:0]a,b,
	input ci,
	output [31:0]s,
	output co
);
wire [7:0]a7_0,b7_0,s7_0,a15_8,b15_8,s15_8,a23_16,b23_16,s23_16,a31_24,b31_24,s31_24;
assign a7_0=a[7:0];
assign b7_0=b[7:0];
assign a15_8=a[15:8];
assign b15_8=b[15:8];
assign a23_16=a[23:16];
assign b23_16=b[23:16];
assign a31_24=a[31:24];
assign b31_24=b[31:24];
wire ci1,ci2,ci3,co2_1,co2_0,co3_1,co3_0,co4_1,co4_0;
wire [7:0]so2_1,so2_0,so3_1,so3_0,so4_1,so4_0;
adder_8bits u1(.a(a7_0) ,.b(b7_0) ,.cin(ci) ,.cout(ci1) ,.s(s[7:0]));
adder_8bits u2_1(.a(a15_8) ,.b(b15_8) ,.cin(1'b1) ,.cout(co2_1) ,.s(so2_1));
adder_8bits u2_0(.a(a15_8) ,.b(b15_8) ,.cin(1'b0) ,.cout(co2_0) ,.s(so2_0));
MUX2_1 u2(.x1(so2_1) ,.x0(so2_0) ,.s(ci1) ,.y(s[15:8]));
assign ci2=co2_0 | ci1&co2_1;
adder_8bits u3_1(.a(a23_16) ,.b(b23_16) ,.cin(1'b1) ,.cout(co3_1) ,.s(so3_1));
adder_8bits u3_0(.a(a23_16) ,.b(b23_16) ,.cin(1'b0) ,.cout(co3_0) ,.s(so3_0));
MUX2_1 u3(.x1(so3_1) ,.x0(so3_0) ,.s(ci2) ,.y(s[23:16]));
assign ci3=co3_0 | ci2&co3_1;
adder_8bits u4_1(.a(a31_24) ,.b(b31_24) ,.cin(1'b1) ,.cout(co4_1) ,.s(so4_1));
adder_8bits u4_0(.a(a31_24) ,.b(b31_24) ,.cin(1'b0) ,.cout(co4_0) ,.s(so4_0));
MUX2_1 u4(.x1(so4_1) ,.x0(so4_0) ,.s(ci3) ,.y(s[31:24]));
assign co=co4_0 | ci3&co4_1;
endmodule
module adder_8bits(
	input [7:0]a,b,
	input cin,
	output [7:0]s,
	output cout
);
wire [7:0] g,p;
wire c0,c1,c2,c3,c4,c5,c6;
assign g=a & b;
assign p=a | b;
assign c0=g[0] | p[0]&cin;
assign c1=g[1] | p[1]&g[0] | p[1]&p[0]&cin;
assign c2=g[2] | p[2]&g[1] | p[2]&p[1]&g[0] | p[2]&p[1]&p[0]&cin;
assign c3=g[3] | p[3]&g[2] | p[3]&p[2]&g[1] | p[3]&p[2]&p[1]&g[0] | p[3]&p[2]&p[1]&p[0]&cin; 
assign c4=g[4] | p[4]&g[3] | p[4]&p[3]&g[2] | p[4]&p[3]&p[2]&g[1] | p[4]&p[3]&p[2]&p[1]&g[0] | p[4]&p[3]&p[2]&p[1]&p[0]&cin;
assign c5=g[5] | p[5]&g[4] | p[5]&p[4]&g[3] | p[5]&p[4]&p[3]&g[2] | p[5]&p[4]&p[3]&p[2]&g[1] | p[5]&p[4]&p[3]&p[2]&p[1]&g[0] | p[5]&p[4]&p[3]&p[2]&p[1]&p[0]&cin;
assign c6=g[6] | p[6]&g[5] | p[6]&p[5]&g[4] | p[6]&p[5]&p[4]&g[3] | p[6]&p[5]&p[4]&p[3]&g[2] | p[6]&p[5]&p[4]&p[3]&p[2]&g[1] | p[6]&p[5]&p[4]&p[3]&p[2]&p[1]&g[0] | p[6]&p[5]&p[4]&p[3]&p[2]&p[1]&p[0]&cin;
assign cout=g[7] | p[7]&g[6] | p[7]&p[6]&g[5] | p[7]&p[6]&p[5]&g[4] | p[7]&p[6]&p[5]&p[4]&g[3] | p[7]&p[6]&p[5]&p[4]&p[3]&g[2] | p[7]&p[6]&p[5]&p[4]&p[3]&p[2]&g[1] | p[7]&p[6]&p[5]&p[4]&p[3]&p[2]&p[1]&g[0] | p[7]&p[6]&p[5]&p[4]&p[3]&p[2]&p[1]&p[0]&cin;
assign s[0]=(p[0]&(!g[0]))^cin;
assign s[1]=(p[1]&(!g[1]))^c0;
assign s[2]=(p[2]&(!g[2]))^c1;
assign s[3]=(p[3]&(!g[3]))^c2;
assign s[4]=(p[4]&(!g[4]))^c3;
assign s[5]=(p[5]&(!g[5]))^c4;
assign s[6]=(p[6]&(!g[6]))^c5;
assign s[7]=(p[7]&(!g[7]))^c6;
endmodule
==> run.sh <==
#!/bin/bash
# OpenROAD 26Q1-2900-gdf79404cd8, Yosys 0.63+post, stock flow scripts
make -C /OpenROAD-flow-scripts/flow DESIGN_CONFIG=/design/flow/config.mk WORK_HOME=/design/flow/orfs finish
==> config.mk <==
export PLATFORM = sky130hd
export DESIGN_NAME = ALU
export DESIGN_NICKNAME = ALU
export VERILOG_FILES = /design/flow/design.v
export SDC_FILE = /design/flow/constraint.sdc
export NUM_CORES = 4
export LEC_CHECK = 1
export CORE_UTILIZATION = 40
==> constraint.sdc <==
current_design ALU

set clk_period 6.5
set clk_io_pct 0.2

create_clock -name clk0 -period $clk_period

set non_clock_inputs [all_inputs -no_clocks]
set_input_delay [expr $clk_period * $clk_io_pct] -clock clk0 $non_clock_inputs
set_output_delay [expr $clk_period * $clk_io_pct] -clock clk0 [all_outputs]
==> reports/qor.csv <==
stage;metric;value;unit
yosys;Seq/Total Area, Yosys;0;%
worst_setup_path;CP endpoint kind;output port;
finish;fraction of layout cells with a size suffix above 1;18.7;%
finish;Flop area;0;um^2
floorplanning;fp util;40.9;%
yosys;Top logic family;AND-OR/OR-AND gates;
floorplanning;Die Span Y;146;um
yosys;Avg Inst Size Synth;7.30;um^2
run_status;status;finished clean;
placement;post-DP HPWL;38.1;mm
flow_run;MaxCap Viol Count;0;
yosys;Complex Gates by Area;29.4;%
yosys;adder share;10.7;%
floorplanning;Die Wd;146;um
detailed_routing;drt drc;0;
sta;Worst-Margin Slew;867;ps
global_routing;first-pass GRT wire length;69.4;mm
global_routing;initial antenna violation count;3;
detailed_routing;vias per cell;7.00;
sta;worst rel slew slack;42.2;%
sta;FMAX;161;MHz
power_and_ir_drop;Power Dens Cells;70.9;nW/um^2
finish;seq_cells;0;
sta;Final Hold Vio Count;0;
sta;fin worst setup slack;278;ps
yosys;Yosys Chip Area;8280;um^2
flow_run;OpenROAD warning count;67;
yosys;Ys Warns;3;
floorplanning;row count;52;
detailed_routing;vias after detailed routing;10555;
power_and_ir_drop;Design Power;0.000709;W
cts;post_cts resized;0;
yosys;Post-Syn Instances;1134;
detailed_routing;wire per inst;32.0;um
yosys;Netlist cell types;86;
yosys;yosys cell count;1134;
power_and_ir_drop;sw frac;59.5;%
sta;final setup TNS;0;ps
power_and_ir_drop;Max VDD drop;0.0625;mV
power_and_ir_drop;Sw Pwr;0.000422;W
sta;Final Max-Slew Violation Tally;0;
sta;unrepaired setup endpoints after global routing;false;
placement;GP Congestion;1.12;
sta;# setup viols final;0;
worst_setup_path;Worst setup SP type;input pin;
worst_hold_path;Hold/Removal Path Class;in2out;
detailed_routing;Routed WL;48.3;mm
worst_setup_path;CP arrival;4920;ps
power_and_ir_drop;Pleak;4.06;nW
detailed_routing;Routed Antenna Nets;0;
worst_setup_path;CP max FO;20;
yosys;mux frac, synth;24.9;%
detailed_routing;1st-iter DRT viols;1247;
finish;fin cells;1508;
worst_hold_path;source of the worst hold timing path;B[3];
worst_setup_path;Setup crit start;B[7];
floorplanning;die area;21300;um^2
sta;final critical-path required period;6220;ps
global_routing;Overall Global Routing Usage;46.2;%
global_routing;global route total overflow;0;
finish;Layout clock buffers;0;
global_routing;largest net degree at the start of global routing;56;
cts;CTS Hold Bufs;0;
worst_setup_path;worst endpoint required time;5200;ps
worst_setup_path;CP Class;in2out;
floorplanning;io pins;100;
floorplanning;core box area;20200;um^2
placement;placed insts;1506;
global_routing;vias in the first global route;9837;
cts;postcts setup bufs;0;
sta;Final Cycle Share;95.7;%
placement;I/O Buffers;100;
yosys;simple share;21.9;%
power_and_ir_drop;Int Pwr;0.000287;W
yosys;xor/xnor share of the synthesized area;2.75;%
yosys;Post-Syn Area;8280;um^2
placement;DP Worst Slack;452;ps
finish;P&R area growth vs syn;20.8;%
detailed_routing;drt pass-1 iters;6;
-- cell families (layout without fill, tap and decap cells) --
logic type / count (synthesis) / count (layout)
buffers and inverters: 187 / 289
AOI/OAI and AO/OA: 348 / 348
xor gates and xnor gates: 26 / 26
adders and majority gates: 71 / 71
other: 0 / 2
and+or+nand+nor: 369 / 369
muxes: 133 / 133
-- synthesized netlist by cell type (all sizes together), types with 6 or more instances --
cell      n  share of area [%]
o31ai     8               0.73
or3      10               0.76
o22ai    14                1.1
mux2i    49                5.9
a22oi    19                1.7
nor4     10                1.6
a211oi   16                1.5
nand4    13                1.2
nor2     94                4.3
a221o     7               0.85
clkbuf   57                2.6
nand2b    6               0.45
nor3     23                1.6
nor2b     7               0.53
and2     10               0.76
a22o      7               0.74
a211o    14                1.5
xnor2    25                2.6
o311ai   11                1.2
a21oi    59                3.6
buf      64                4.7
a221oi   25                2.7
nand3    28                1.8
inv      63                2.9
o221ai    6               0.63
a31oi    14                1.1
o211ai   33                3.0
mux2     32                4.4
mux4     52                 15
o21ai    69                4.3
nand2   142                6.5
ha       71                 11
-- routing by layer --
| layer | GRT usage [%] | share of wire, % | routed length (um) | vias to the layer above |
|---|---|---|---|---|
| li1 | - | - | - | 4525 |
| met2 | 65.3 | 41 | 19700 | 839 |
| met5 | 0 | 0.031 | 15 | - |
| met4 | 24.1 | 6.9 | 3350 | 2 |
| met3 | 17.0 | 14 | 6680 | 188 |
| met1 | 61.8 | 38 | 18500 | 5001 |
-- cell type report --
type                            count  area (um^2)
Fill cell                        2005        10200
Timing Repair Buffer              223         1950
Antenna cell                        2         5.00
Inverter                           66          248
Multi-Input combinational cell    947         7460
Tap cell                          270          338
-- stage by stage --
step | util [%] | area [um^2] | hold WS (ps)
6_report | 49.4 | 10000 | 3720
3_5_place_dp | 49.4 | 9990 | 3740
3_3_place_gp | 49.4 | 9990 | 3740
4_1_cts | 49.4 | 9990 | 3740
5_1_grt | 49.4 | 9990 | 3820
2_1_floorplan | - | 8280 | 2680
-- critical path, stage by stage --
cell	delay (ps)
clkdlybuf4s50_1	480
nor4_2	590
nand3_2	350
nor2_2	230
buf_4	330
nand2_1	280
a211oi_1	320
buf_4	190
a2111oi_0	80
buf_4	200
nand3_1	70
clkdlybuf4s50_1	490
-- path summary, 6_finish.rpt --
path	cells past startpoint	end	slack, ps
worst max-delay path	12	ALUResult[18]	280
worst min-delay path	7	ALUResult[3]	3720
-- power by group through the flow --
stage	clock (W)	sequential (W)	combinational (W)
CTS	0	0	0.000679
global route	0	0	0.000739
-- layout by cell type (no fill, tap or decap), drive strengths merged, types with 16 or more instances in the layout --
cell type	count
a22oi	19
mux2i	49
nand2	142
inv	63
nand3	28
nor3	23
o21ai	69
ha	71
o211ai	33
xnor2	25
buf	127
nor2	94
clkdlybuf4s50	96
a221oi	25
mux4	52
mux2	32
a211oi	16
a21oi	59
Power figures rest on the tool's default switching activity, not on a simulated workload.
